**flow/run.sh**
```bash
#!/bin/bash
# OpenROAD 26Q1-2900-gdf79404cd8, Yosys 0.63+post, stock flow scripts
make -C /OpenROAD-flow-scripts/flow DESIGN_CONFIG=/design/flow/config.mk WORK_HOME=/design/flow/orfs finish
```
**flow/config.mk**
```make
export PLATFORM = sky130hd
export DESIGN_NAME = top_lab9
export DESIGN_NICKNAME = top_lab9
export VERILOG_FILES = /design/flow/design.v
export SDC_FILE = /design/flow/constraint.sdc
export NUM_CORES = 4
export LEC_CHECK = 1
export CORE_AREA = 10 10 96 96
export DIE_AREA = 0 0 106 106
```
**flow/constraint.sdc**
```tcl
current_design top_lab9

set clk_period 6.6
set clk_io_pct 0.2

create_clock -name clk0 -period $clk_period [get_ports {clk}]

set non_clock_inputs [all_inputs -no_clocks]
set_input_delay [expr $clk_period * $clk_io_pct] -clock clk0 $non_clock_inputs
set_output_delay [expr $clk_period * $clk_io_pct] -clock clk0 [all_outputs]
```
**flow/design.v**
```verilog
`timescale 1ns / 1ps
module alu #(parameter N=8) 
    (
    output reg [N-1:0] out,
    input [N-1:0] in0,
    input [N-1:0] in1,
    input [3:0] op
    );
    parameter ADD=0;
    parameter SUB=1;
    parameter AND=2;
    parameter OR=3;
    parameter XOR=4;
    always @*
    begin 
        case(op)
            ADD: out = in0 + in1;
            SUB: out = in0 - in1;
            AND: out = in0 & in1;
            OR: out = in0 | in1;
            XOR: out = in0 ^ in1;
            default: out = in0;
        endcase
    end
endmodule
`timescale 1ns / 1ps
module register #(parameter N=1)
    (
    input clk,
    input rst,
    input en,
    input [N-1:0] D,
    output reg [N-1:0] Q
    );
    always @(posedge clk, posedge rst)
    begin 
        if (rst == 1)
            Q <= 0;
        else if (en == 1)
            Q <= D;
    end 
endmodule
`timescale 1ns / 1ps
module top_lab9(
    input btnU,
    input btnD,
    input btnC,
    input [11:0] sw,
    input clk,
    output [15:0] led
    );
    wire [7:0] my_register1_out;
    wire [7:0] my_alu_out;
    wire [7:0] my_register2_out;
    register #(.N(8)) my_register1(
        .D(sw[7:0]),
        .clk(clk),
        .en(btnD),
        .rst(btnC),
        .Q(my_register1_out)
    );
    alu #(.N(8)) my_alu (
        .in0(sw[7:0]),
        .in1(my_register1_out),
        .op(sw[11:8]),
        .out(my_alu_out)
    );
    register #(.N(8)) my_register2(
        .D(my_alu_out),
        .clk(clk),
        .en(btnU),
        .rst(btnC),
        .Q(my_register2_out)
    );
    assign led = {my_register2_out, my_register1_out};
endmodule
```
==> impl_metrics.ini <==
; yosys + openroad results
[clock_network]
cts.sinks = 16
cts_hold_buf = 0
cts-htree-levels = 1
cell_chosen_for_the_clock_root = sky130_fd_sc_hd__clkbuf_8
worst_setup_hold_path_clk_slew_ns = 0.07
tritoncts = yes
cts_setup_buffers = 0
clock_insertion_delay_worst_skew_ns = 0.25
cts_made_buffers = 3
ctsResizeCount = 0
cts_buffer_depth = 2

[outcome]
status = complete, no violations

[drt]
vias = 1443
drt_wl_total_um = 4600
post_drt_via_cell_ratio = 4.50
antenna_violating_nets_left = 0
detail_route.first_pass.iterations = 4
wl_per_cell_um = 14.3
diode_insertion_count_for_antenna_repair = 0
post-route-drc-count = 0
initialDrtViolationCount = 83

[yosys]
asyncSetResetFlopFracSynth = 1.00
yosysWarningCount = 2
top_cells_by_area = sky130_fd_sc_hd__dfrtp_1 25%, sky130_fd_sc_hd__ha_1 18%, sky130_fd_sc_hd__o21ai_0 6.7%
yosys_cells = 198
postSynthAreaPerCell_sq_um = 8.25
synth_flop_count = 16
commonest_cells_in_the_synthesized_netlist = 24 x sky130_fd_sc_hd__ha_1, 24 x sky130_fd_sc_hd__inv_1, 22 x sky130_fd_sc_hd__o21ai_0, 16 x sky130_fd_sc_hd__dfrtp_1
yosysChipArea_sq_um = 1630
main_flop_type = sky130_fd_sc_hd__dfrtp_1
post_synth_num_cell_types = 35
post-synth-top-area-fraction = 0.245
synthesis.instances = 198
synth-edff-count = 0
yosys.stat.seqShare = 0.245
top_cell_type_by_total_area_after_synthesis = sky130_fd_sc_hd__dfrtp_1
syn-cell-area_sq_um = 1630

[power_and_ir_drop]
p_leak_nw = 0.869
power_per_unit_of_standard_cell_area_nw_per_um2 = 169
vdd_ir_drop_max_uv = 84.0

[finish]
fill_cells = 808
final_core_util = 0.284
final_layout_size_suffix_gt1_frac = 0.0360
layout-area-overhead-vs-synth_pct = 25.6

[setup_path]
worst-setup-path-type = in -> reg
critPathCaptureType = flip-flop
required_ns = 6.72
critPathArrivalTime_ns = 4.30
worst_path_dominant_cell_family = buffers and inverters
crit_path_slowest_cell = sky130_fd_sc_hd__clkdlybuf4s50_1
timing.critical_path.cells = clkdlybuf4s50_1, nor3_4, and2_4, mux2i_1, ha_1, nor2b_1, o21ai_0, o211ai_1, a31oi_1, xnor2_1, o221ai_2
timing.critical_path.from_type = input pin
cpPeakStageDelay_ns = 0.76
regToRegSetupSlack_ns = 3.97
crit_fanout = 20
cp_num_buf_inv = 1

[global_routing]
grt.total_usage = 0.0812
global_route_wire_length_before_repair_um = 7490
initial_antenna_violation_count = 0
grt_overflow_total = 0
global_route.usage.met1 = 0.111
global_route.usage.met3 = 0.0202
grt_use_met2 = 0.132
first_global_vias = 1413
grt_most_used_layer = met2
largest_net_degree_at_the_start_of_global_routing = 21

[final_timing]
worst_setup_skew_after_layout_ns = 0.00505
timing.slew.headroom = 0.538
timing_hold_violations_final = 0
rsz0062_at_grt = no
period_minus_slack_ns = 4.18
setup_violations = 0
fin_crit_sh = 0.633
timing_max_transition_violations_final = 0
worst_hold_slack_ns = 0.515
tns_ns = 0
max_slew.worst_pin.slew_ns = 0.693
fmaxAchievable_mhz = 239

[hold_path]
worst_hold_path_type = reg -> reg

[floorplanning]
dieWidth_um = 106
die-height_um = 106
die-area_sq_um = 11200
floorplan.core_util = 0.227
core_region_area_sq_um = 7210
pin_count = 32
rows = 31

[run]
max-cap-violations = 0
warning_count = 34

[placed_design]
place.gp.congestion = 0.880
numPortBuffers = 31
detailed_place_hpwl_um = 3540
layout make-up:
class / instances / area, sq um / area share
sequential: 16 / 400 / 0.195
timing repair buffer: 31 / 310 / 0.151
multi-input combinational: 148 / 1090 / 0.529
clock buffer: 3 / 41.3 / 0.0201
tap: 99 / 124 / 0.0604
inverter: 24 / 90.1 / 0.0439
placed cells by master (no fill, tap or decap), types with 2 or more instances in the layout:
cell                               n
sky130_fd_sc_hd__a211oi_1          3
sky130_fd_sc_hd__a21o_1            2
sky130_fd_sc_hd__a21oi_1          15
sky130_fd_sc_hd__a311oi_1          2
sky130_fd_sc_hd__a31oi_1           5
sky130_fd_sc_hd__clkbuf_8          3
sky130_fd_sc_hd__clkdlybuf4s50_1  31
sky130_fd_sc_hd__dfrtp_1          16
sky130_fd_sc_hd__ha_1             24
sky130_fd_sc_hd__inv_1            24
sky130_fd_sc_hd__mux2i_1           2
sky130_fd_sc_hd__nand2_1          14
sky130_fd_sc_hd__nand2b_1          2
sky130_fd_sc_hd__nand3_1           2
sky130_fd_sc_hd__nor2_1           15
sky130_fd_sc_hd__nor2b_1           8
sky130_fd_sc_hd__nor4_1            2
sky130_fd_sc_hd__o211ai_1          2
sky130_fd_sc_hd__o21ai_0          22
sky130_fd_sc_hd__o221ai_1          3
sky130_fd_sc_hd__xnor2_1          11
sky130_fd_sc_hd__xor2_1            2
state kept, by name, summed over array words and instances, names as in the netlist:
| register | flops |
|---|---|
| my_register1.Q | 8 |
| my_register2.Q | 8 |
metrics by stage:
step | power [mW] | cell area (sq um) | cells | worst slack [ns]
4_1_cts | 0.352 | 2050 | 321 | 2.43
5_1_grt | 0.376 | 2050 | 321 | 2.19
2_1_floorplan | 0.215 | 1630 | 198 | 3.14
3_5_place_dp | 0.272 | 2010 | 318 | 2.15
6_report | 0.347 | 2050 | 321 | 2.42
3_3_place_gp | 0.273 | 2010 | 318 | 2.24
metal layers:
metal	wire (um)	part of all wire
met1	2180	0.47
met2	2150	0.47
met3	250	0.054
met4	17	0.0037
met5	0	0
cells by family (layout without fill, tap and decap cells):
kind of cell             Yosys count  in the layout  synth area share
buffers and inverters             34             58            0.0904
adder cells (fa/ha/maj)           25             25             0.196
XOR/XNOR                          13             13            0.0697
flip-flops                        16             16             0.245
AND/OR/NAND/NOR                   48             48             0.155
multiplexers                       2              2            0.0123
AND-OR/OR-AND                     60             60             0.232
path summary, 6_finish.rpt:
kind                       cells past startpoint         startpoint                 to
hold / removal                                 2  my_register2.Q[3]  my_register2.Q[3]
setup / recovery                              11             sw[10]  my_register2.Q[7]
min in group asynchronous                      2               btnC  my_register1.Q[7]
hold reg to reg                                2  my_register2.Q[3]  my_register2.Q[3]
setup reg to reg                              11  my_register1.Q[0]  my_register2.Q[6]
max in group asynchronous                      2               btnC  my_register1.Q[1]
tightest hold or removal path: cells and delay by family (launching register included):
family           cells  cell delay [ns]
and+or+nand+nor      2             0.12
DFF                  1             0.34
report_power, final:
| group | leakage, nW | switching [mW] | internal (mW) |
|---|---|---|---|
| clock | 0.0216 | 0.0351 | 0.0405 |
| sequential | 0.189 | 0.0120 | 0.109 |
| combinational | 0.658 | 0.0743 | 0.0760 |
| total | 0.869 | 0.121 | 0.226 |
Power and IR drop assume default switching activity.
